$ cat /design/flow/run.sh
#!/bin/bash
# OpenROAD 26Q1-2900-gdf79404cd8, Yosys 0.63+post, stock flow scripts
make -C /OpenROAD-flow-scripts/flow DESIGN_CONFIG=/design/flow/config.mk WORK_HOME=/design/flow/orfs finish
$ cat /design/flow/constraint.sdc
current_design ripple_carry_adder_Nb

set clk_period 20.7
set clk_io_pct 0.2

create_clock -name clk0 -period $clk_period

set non_clock_inputs [all_inputs -no_clocks]
set_input_delay [expr $clk_period * $clk_io_pct] -clock clk0 $non_clock_inputs
set_output_delay [expr $clk_period * $clk_io_pct] -clock clk0 [all_outputs]
$ cat /design/flow/config.mk
export PLATFORM = sky130hd
export DESIGN_NAME = ripple_carry_adder_Nb
export DESIGN_NICKNAME = ripple_carry_adder_Nb
export VERILOG_FILES = /design/flow/design.v
export SDC_FILE = /design/flow/constraint.sdc
export NUM_CORES = 4
export LEC_CHECK = 1
export CORE_AREA = 10 10 70 70
export DIE_AREA = 0 0 80 80
$ cat /design/flow/design.v
`timescale 1ns / 1ps
module full_adder(
    input wire iA, iB, iCarry,
    output wire oSum,oCarry
    );
    wire w1, w2, w3;
    assign w1 = iA^iB;
    assign oSum = w1 ^ iCarry;
    assign w2 = w1 & iCarry;
    assign w3 = iB & iA;
    assign oCarry = w2 | w3;
endmodule
`timescale 1ns / 1ps
module ripple_carry_adder_Nb #(
    parameter ADDER_WIDTH = 16
    )
    (
    input wire [ADDER_WIDTH-1:0] iA, iB,
    input wire  iCarry,
    output wire [ADDER_WIDTH-1:0] oSum,
    output wire oCarry
    );
    wire [ADDER_WIDTH:0] wCarry;
    genvar i;
    assign wCarry[0] = iCarry;
    assign oCarry = wCarry[ADDER_WIDTH];
    generate
    for(i= 0; i < ADDER_WIDTH; i=i+1)
        begin
            full_adder full_adder_inst(
            .iA(iA[i]),
            .iB(iB[i]),
            .iCarry(wCarry[i]),
            .oSum(oSum[i]),
            .oCarry(wCarry[i+1])
            );
        end 
    endgenerate
endmodule
==> impl_metrics.ini <==
; flow metrics
[worst_setup_path]
crit_chain = clkdlybuf4s50_1, fa_1, fa_1, fa_1, fa_1, fa_1, fa_1, fa_1, fa_1, fa_1, fa_1, fa_1, fa_1, fa_1, fa_1, fa_1, inv_1, fa_1, inv_1, clkdlybuf4s50_1
worstSetupStartpointType = primary input
crit_type = in2out
cp_top_family = adder cells
cp_max_fo = 1
slowest_stage = clkdlybuf4s50_1
crit_start = iA[0]
arrival_ns = 11.48
cpPeakStageDelay_ns = 0.47
critPathCaptureType = output port
crit_buf_inv = 4
crit_top_cell = fa_1
cp_num_cells = 20
critPathRequiredTime_ns = 16.56

[die]
ios = 50
core.rowCount = 21
die_w_um = 80
initial_utilization = 0.134
die_h_um = 80
core_area_um2 = 3420
die_area_um2 = 6400

[timing]
timing.final.crit_period_ns = 15.62
report.final.setup_viol = 0
fmax_ghz = 0.0640
fin_crit_sh = 0.755
drv_slew = 0
hold_violations = 0
rsz0062_at_grt = false
finalSetupTns_ns = 0
tightest_slew_ns = 0.110
slew_headroom = 0.926

[finish]
logic_area_um2 = 320
lay_top_count = clkdlybuf4s50_1
flops = 0
lay_top_cells = clkdlybuf4s50_1, fa_1, inv_1
regArea_um2 = 0
utilization = 0.263
fin_cells = 117
clock_buffer_count = 0
synthToLayoutAreaGrowth_pct = 95.4
nFillCells = 353
finish.instance_area_um2 = 897
drive_above_1_share = 0

[grt]
grt_pass1_vias = 474
grt_use_total = 0.0470
grt_pass1_wl_um = 2370
grt_antenna_before_repair = 0
gr-total-overflow = 0
grt_max_degree = 2

[drt]
vias = 378
drt_iter0_markers = 0
wl_um = 1520
n_antenna_cell = 0
wl_per_cell_um = 13.0
drc = 0
vias_per_cell = 3.23
drt-pass1-iter-count = 1
ant_nets = 0

[logic_synthesis]
yosys_cells = 37
yosys_warnings = 0
syn-cell-area_um2 = 459
yosysChipArea_um2 = 459
synth.avg_cell_area_um2 = 12.4
synth_cells = 37
yosys.cell_types.count = 3
synth_seq_share = 0

[flow_run]
max_cap_violations = 0
warnings = 32

[place]
place.gp.congestion = 0.851
dpl_cell_area_um2 = 897
port_buffers = 50
dp.cells = 117
hpwl_um = 1500

[hold_path]
hold_path_depth = 5
min_from = iB[15]
min_path_type = in2out

[pwr]
irDropWorstVdd_mv = 0.0127
power_density_nw_per_um2 = 28.6
p_leak_nw = 0.339
power_mw = 0.0256

[clock_network]
cts_setup_buffers = 0
cts_resized = 0
ctsHoldBuffers = 0

[outcome]
status = complete, no violations
[layer usage]
metal	GRT usage	wire length (um)	vias up
met5	0	0	-
met4	0	0	0
met3	0.0682	583	0
met2	0.0522	406	52
met1	0.0522	528	168
li1	-	-	158
[final timing paths]
check / slack [ns] / endpoint
worst max-delay path: 5.08 / oSum[15]
worst min-delay path: 9.35 / oCarry
[cell type report]
type                       count  area share
inverter                       5      0.0209
multi-input combinational     16       0.357
tap                           46      0.0642
timing repair buffer          50       0.558
[cell families after synthesis]
group	after synthesis	synth area share
buffers and inverters	21	0.302
adder cells (fa/ha/maj)	16	0.698
[synth_stat cells]
| library cell | instances | share of area |
|---|---|---|
| fa_1 | 16 | 0.70 |
| buf_4 | 16 | 0.26 |
| inv_1 | 5 | 0.041 |
[power breakdown]
part / switching [mW] / internal [mW] / total (mW)
Combinational: 0.00657 / 0.0191 / 0.0256
Clock: 0 / 0 / 0
Sequential: 0 / 0 / 0
Total: 0.00657 / 0.0191 / 0.0256
[through the flow]
step	setup slack [ns]	hold WS [ns]
after floorplan	6.11	8.49
after global placement	5.05	9.35
after detailed placement	5.05	9.36
after CTS	5.02	9.36
after global routing	4.79	9.37
final	5.08	9.35

## /design/flow/constraint.sdc

```tcl
current_design uart_top_send

set clk_period 2.3
set clk_io_pct 0.2

create_clock -name clk0 -period $clk_period [get_ports {iClk}]

set non_clock_inputs [all_inputs -no_clocks]
set_input_delay [expr $clk_period * $clk_io_pct] -clock clk0 $non_clock_inputs
set_output_delay [expr $clk_period * $clk_io_pct] -clock clk0 [all_outputs]
```

## /design/flow/design.v

```verilog
`timescale 1ns / 1ps
module uart_top_send #(
    parameter   NBYTES        = 8,
    parameter   CLK_FREQ      = 125_000_000,
    parameter   BAUD_RATE     = 115_200
  )  
  (
    input   wire   iClk, iRst,
    input   wire   iRx,
    output  wire   oTx
  );
  reg [(NBYTES*8)-1:0] rBuffer;
  localparam s_IDLE         = 3'b000;
  localparam s_WAIT_RX      = 3'b001;
  localparam s_TX           = 3'b010;
  localparam s_WAIT_TX      = 3'b011;
  localparam s_DONE         = 3'b100;
  reg [2:0]   rFSM;  
  reg         rTxStart;
  reg [7:0]   rTxByte;
  wire        wTxBusy;
  wire        wTxDone;
  uart_tx #(  .CLK_FREQ(CLK_FREQ), .BAUD_RATE(BAUD_RATE) )
  UART_TX_INST
    (.iClk(iClk),
     .iRst(iRst),
     .iTxStart(rTxStart),
     .iTxByte(rTxByte),
     .oTxSerial(oTx),
     .oTxBusy(wTxBusy),
     .oTxDone(wTxDone)
     );
  reg [$clog2(NBYTES):0] rCnt;
  always @(posedge iClk)
  begin
  if (iRst == 1 ) 
    begin
      rFSM <= s_IDLE;
      rTxStart <= 0;
      rCnt <= 0;
      rTxByte <= 0;
      rBuffer <= 0;
    end 
  else 
    begin
      case (rFSM)
        s_IDLE :
          begin
            rFSM <= s_WAIT_RX;
          end
        s_WAIT_RX :
          begin
            rBuffer <= 256'h12121212_34343434_56565656_78787878_efefefef_cdcdcdcd_abababab_90909090;      
            rFSM <= s_TX; 
          end
        s_TX :
          begin
            if ( (rCnt < NBYTES) && (wTxBusy ==0) ) 
              begin
                rFSM <= s_WAIT_TX;
                rTxStart <= 1; 
                rTxByte <= rBuffer[NBYTES*8-1:NBYTES*8-8];             
                rBuffer <= {rBuffer[NBYTES*8-9:0] , 8'b0000_0000};     
                rCnt <= rCnt + 1;
              end 
            else 
              begin
                rFSM <= s_DONE;
                rTxStart <= 0;
                rTxByte <= 0;
                rCnt <= 0;
              end
            end 
            s_WAIT_TX :
              begin
                if (wTxDone) begin
                  rFSM <= s_TX;
                end else begin
                  rFSM <= s_WAIT_TX;
                  rTxStart <= 0;                   
                end
              end 
            s_DONE :
              begin
                rFSM <= s_DONE;
              end 
            default :
              rFSM <= s_IDLE;
          endcase
      end
    end       
endmodule
`timescale 1ns / 1ps
module uart_tx #(
    parameter   CLK_FREQ      = 125_000_000,
    parameter   BAUD_RATE     = 115_200,
    parameter   CLKS_PER_BIT  = CLK_FREQ / BAUD_RATE
  )
  (
   input wire       iClk, iRst,
   input wire       iTxStart,
   input wire [7:0] iTxByte, 
   output wire      oTxSerial,
   output wire      oTxBusy,
   output wire      oTxDone
   );
  localparam sIDLE         = 3'b000;
  localparam sTX_START     = 3'b001;
  localparam sTX_DATA      = 3'b010;
  localparam sTX_STOP      = 3'b011;
  localparam sDONE         = 3'b100;
  reg [2:0] rFSM_Current, wFSM_Next; 
  reg [$clog2(CLKS_PER_BIT):0]   rCnt_Current, wCnt_Next;
  reg [2:0] rBit_Current, wBit_Next;
  reg [7:0] rTxData_Current, wTxData_Next;
  always @(posedge iClk)
  begin
    if (iRst==1)
      begin
        rFSM_Current <= sIDLE;
        rCnt_Current <= 0;
        rBit_Current <= 0;
        rTxData_Current <= 0;
      end
    else
      begin
        rFSM_Current <= wFSM_Next;
        rCnt_Current <= wCnt_Next;
        rBit_Current <= wBit_Next;
        rTxData_Current <= wTxData_Next;
      end
  end
  always @(*)
    begin
      case (rFSM_Current)
        sIDLE :
          begin
            wCnt_Next = 0;
            wBit_Next = 0;
            if (iTxStart == 1)
              begin
                wFSM_Next = sTX_START;
                wTxData_Next = iTxByte;    
              end
            else
             begin    
                wFSM_Next = sIDLE;
                wTxData_Next = rTxData_Current;
             end
          end 
        sTX_START :
            begin
              wTxData_Next = rTxData_Current;
              wBit_Next = 0;
              if (rCnt_Current < (CLKS_PER_BIT - 1) )
                begin
                  wFSM_Next = sTX_START;
                  wCnt_Next = rCnt_Current + 1;
                end
              else
                begin
                  wFSM_Next = sTX_DATA;
                  wCnt_Next = 0;
                end
            end 
          sTX_DATA :
            begin
              if (rCnt_Current < (CLKS_PER_BIT - 1) )
                begin
                  wFSM_Next = sTX_DATA;
                  wCnt_Next = rCnt_Current + 1;
                  wTxData_Next = rTxData_Current;
                  wBit_Next = rBit_Current;
                end
              else
                begin
                  wCnt_Next = 0;
                  if (rBit_Current != 7)
                    begin
                      wFSM_Next = sTX_DATA;
                      wBit_Next = rBit_Current + 1;
                      wTxData_Next = { 1'b0, rTxData_Current[7:1] };  
                    end
                  else
                    begin
                      wFSM_Next = sTX_STOP;
                      wBit_Next = 0;
                      wTxData_Next = rTxData_Current;
                    end
                end
            end  
          sTX_STOP :
            begin
              wTxData_Next = rTxData_Current;
              wBit_Next = 0;
              if (rCnt_Current < (CLKS_PER_BIT - 1) )
                begin
                  wFSM_Next = sTX_STOP;
                  wCnt_Next = rCnt_Current + 1;
                end
              else
                begin
                  wFSM_Next = sDONE;
                  wCnt_Next = 0;
                end
            end 
          sDONE :
            begin
              wTxData_Next = rTxData_Current;
              wBit_Next = 0;
              wCnt_Next = 0;
              wFSM_Next = sIDLE;
            end
          default :
            begin
              wFSM_Next = sIDLE;
              wCnt_Next = 0;
              wBit_Next = 0;
              wTxData_Next = 0;
            end 
        endcase
    end
  reg rTxSerial;
  always @(*)
  begin
    if (rFSM_Current == sTX_START)
      rTxSerial = 0;
    else if (rFSM_Current == sTX_DATA)
      rTxSerial = rTxData_Current[0];
    else
      rTxSerial = 1;
  end
  assign oTxSerial = rTxSerial;
  assign oTxBusy = ( (rFSM_Current == sIDLE) || (rFSM_Current == sDONE) ) ? 0 : 1;
  assign oTxDone = (rFSM_Current == sDONE) ? 1 : 0;
endmodule
```

## /design/flow/config.mk

```make
export PLATFORM = sky130hd
export DESIGN_NAME = uart_top_send
export DESIGN_NICKNAME = uart_top_send
export VERILOG_FILES = /design/flow/design.v
export SDC_FILE = /design/flow/constraint.sdc
export NUM_CORES = 4
export LEC_CHECK = 1
export CORE_UTILIZATION = 50
```

## /design/flow/run.sh

```bash
#!/bin/bash
# OpenROAD 26Q1-2900-gdf79404cd8, Yosys 0.63+post, stock flow scripts
make -C /OpenROAD-flow-scripts/flow DESIGN_CONFIG=/design/flow/config.mk WORK_HOME=/design/flow/orfs finish
```

==> results.txt <==
Implementation status.

- The peak supply drop is about 0.9 mV.
- The total die area is roughly 4500 µm².
- The multiplexer share of the synthesized area is around 1.9%.
- The CTS report gives the tree buffer count as 5.
- Per the summary, power density relative to cell area is slightly below 800 nW/µm².
- The clock period minus worst slack is between 2 and 2.5 ns.
- The TritonCTS clock tree is done.
- The routed via count is approximately 1600.
- The filler cell count in the final layout is roughly 350.
- The category of cells accounting for the largest share of critical-path delay is AND-OR/OR-AND gates.
- The number of endpoints failing setup at the final stage is 0.
- Yosys mapped the design onto about 44 distinct sky130hd cell types.
- The worst setup skew after layout is about 0.01 ns.
- The H-tree depth is 2.
- Yosys reports that the most numerous cell types are 52 x sky130_fd_sc_hd__dfxtp_1, 28 x sky130_fd_sc_hd__nand2_1, 26 x sky130_fd_sc_hd__nor2_1.
- In this run the worst hold path is classified as reg -> reg.
- On the critical path, the stage with the largest delay is an instance of sky130_fd_sc_hd__or3_2.
- The parity-gate share of the synthesized area counting xor and xnor cells is 3.28%.
- The biggest cell delay along the critical path is roughly 0.54 ns.
- Summed over all layers, the global routing overflow is 0.
- After the first detailed-routing iteration, the DRC count stood at roughly 44.
- The core footprint is just over 4000 µm².
- The kind of critical path is reg -> reg.
- The chip area line in the Yosys stat output reads around 2100 µm².
- At the later pin of the worst-skew pair, clock insertion delay measures about 0.31 ns.
- The combined buffer and inverter count along the critical path is 0.
- The synth_stat.txt file lists the number of cells as ~250.
- The cell repeated most along the worst path is sky130_fd_sc_hd__ha_1.
- The most frequently used flop master after synthesis is sky130_fd_sc_hd__dfxtp_1.
- The number of pins exceeding their max-slew limit in the final report is 0.
- The number of nets with antenna violations after routing is 0.
- Ranked by total cell area, the synthesized netlist is headed by sky130_fd_sc_hd__dfxtp_1 49%, sky130_fd_sc_hd__a21oi_1 5.1%, sky130_fd_sc_hd__nand2_1 4.9%, sky130_fd_sc_hd__nor2_1 4.6%, sky130_fd_sc_hd__nor3_1 4.0%.
- The number of buffer cells added on primary ports is 2.
- The length of the first detailed-routing pass in iterations is 4.
- The dominant combinational cell family by area after synthesis is simple AND/OR/NAND/NOR gates.
- The worst setup path is captured at a flip-flop.
- The final hold violation count is 0.
- The cell taking the most area after synthesis is sky130_fd_sc_hd__dfxtp_1.
- The mapped netlist covers 2140 µm².
- The data arrival time of the worst path is ~2.3 ns.
- The core utilization at floorplan is ~53%.
- The layout overhead on the synthesized area is 9.89%.
- For this design, the CTS-stage hold fixing added 0 buffers.
- The mean post-synth cell area is approximately 8.7 µm².
- The synthesized-area fraction occupied by adder cells is about 2.3%.
- Global routing consumed, on the met3 layer, 3.25% of the routing resources.
- Yosys instantiated no cell more often than sky130_fd_sc_hd__dfxtp_1.
- The initialized floorplan defines 23 standard-cell rows.
- The first global-routing pass estimated approximately 6.4 mm of wire.
- From left edge to right edge, the die measures ~67 µm.
- The weighted congestion at the end of routability-driven global placement is just under 0.8.
- The largest net degree at the start of global routing is 30.
- The maximum fanout along the worst path is 10.
- The simple-gate area share of the yosys netlist is around 24%.
- The number of top-level pins is 4.
- In this run the static leakage power is 0.813 nW.
- The count of clock tree sinks is 52.
- Cells with a size suffix above 1 make up 10.9% of the layout.
- Adding up every negative setup slack in the final design gives 0 ns.
- Per the CTS log, the buffer count on the longest clock path is 2.
- The initial antenna violation count is 0.
- Setup repair after global routing left no endpoint under its margin.
- The startpoint kind of the worst setup timing path is a flip-flop.
- The number of antenna repair diodes is 0.
- The count of tool warnings is 26.
- The data required time of the worst path is 2.54 ns.
- The script parses the final routing iteration and logs DRC violations as 0.
- The number of non-filler instances in the completed layout is 297.
- The post-synthesis register bit count is around 52.
- Across the run, the number of max-cap violations was 0.
- The area fraction in compound gates after synthesis is between 10% and 20%.
- Global routing used 19.0% of the available tracks.
- The routed wire length is 3.69 mm.
- The number of instances in the synthesized netlist is ~250.
- The master cell of the clock root buffer is sky130_fd_sc_hd__clkbuf_8.
- met2 track demand over resource after global routing is between 30 and 40%.
- The signal on the critical path passes through ha_1 > ha_1 > o21ba_2 > o2111ai_2 > or3_2 > a21oi_1.
- The warning count from the yosys run is 2.
- The met1 track demand over resource in global routing is approximately 28%.
- In this run the most used layer during global routing was met2.
- Per the synthesis report, the single largest cell type by area occupies approximately half of cell area.
- The via count of the first global-routing pass is approximately 1500.
- After detailed routing, the average wire length per cell comes to ~12 µm.
- The placed instance count is ~290.
- Per Yosys stat, the portion of area used by sequential elements is roughly half.
- The post-synthesis async set-or-reset flop share is 0%.
- The detailed-placement wirelength estimate is 2.47 mm.
- The detail-routed via count per cell is roughly 5.4.
- The vertical die dimension is 67.4 µm.
- Based on the critical path, the design can be clocked at up to 488 MHz.
- The run finished with clean final reports.
- The final period utilization is about nine tenths.
- The post-synth tally of flip-flops with integrated enable is 0.
- The timing report gives the clock slew at the launch and capture registers of the worst setup and hold paths as approximately 0.09 ns.
[cell families after synthesis]
logic type | count (synthesis)
mux | 4
simple gates | 105
buf+inv | 20
other cells | 1
compound gates | 51
xor+xnor | 8
flops | 52
fa+ha+maj | 4
[per-layer routing]
layer / routed length [µm] / share of wire [%]
met1: 1930 / 52
met2: 1610 / 44
met3: 82 / 2.2
met4: 64 / 1.7
met5: 0 / 0
[final timing paths]
path	endpoint	depth (start not counted)	from	slack, ns
max reg2reg	UART_TX_INST.rTxData_Current[5]	6	UART_TX_INST.rBit_Current[0]	0.25
min	rFSM[3]	1	rFSM[0]	0.46
min reg2reg	rFSM[3]	1	rFSM[0]	0.46
max	UART_TX_INST.rTxData_Current[5]	6	UART_TX_INST.rBit_Current[0]	0.25
[what timing repair did]
item	CTS	global route
gates resized	0	1
buffers inserted	0	0
endpoints found under the setup margin	0	1
[registers in the layout, summed over array words and instances (netlist names), 3 cells and up]
register,flops
UART_TX_INST.rFSM_Current,5
rFSM,4
rCnt,4
UART_TX_INST.rCnt_Current,12
rBuffer,12
rTxByte,3
UART_TX_INST.rTxData_Current,8
UART_TX_INST.rBit_Current,3
[power breakdown]
part | total [mW] | switching [mW] | internal (mW)
combinational | 0.0869 | 0.0533 | 0.0336
clock | 0.834 | 0.291 | 0.543
sequential | 0.941 | 0.0184 | 0.922
[stage by stage]
stage | hold slack [ns] | setup WS [ns] | cell area, µm² | power, mW | util (%)
floorplan | 0.414 | 0.461 | 2140 | 1.03 | -
global placement | 0.418 | 0.219 | 2180 | 1.04 | 53.8
detailed placement | 0.428 | 0.149 | 2180 | 1.05 | 53.8
CTS | 0.456 | 0.129 | 2340 | 1.88 | 57.8
global route | 0.471 | 0.135 | 2350 | 1.93 | 57.9
finish | 0.456 | 0.252 | 2350 | 1.86 | 57.9
[final cells by class]
class,count,area (µm²),share of cell area (%)
well taps,50,62.6,2.66
flip-flops and latches,52,1040,44.3
repair buffers,6,50.0,2.13
clock inverters,3,90.1,3.83
clock buffers,5,68.8,2.93
multi-input cells,173,1010,42.9
inverters,8,30.0,1.28
[cells in the final DEF (no fill, tap or decap), types with 2 or more instances in the layout]
master                            instances
sky130_fd_sc_hd__clkbuf_8                 5
sky130_fd_sc_hd__clkdlybuf4s50_1          2
sky130_fd_sc_hd__o21ai_0                  2
sky130_fd_sc_hd__o21ai_1                  5
sky130_fd_sc_hd__inv_1                    6
sky130_fd_sc_hd__mux2i_1                  4
sky130_fd_sc_hd__o21ba_2                  2
sky130_fd_sc_hd__a21oi_1                 22
sky130_fd_sc_hd__nor2_1                  26
sky130_fd_sc_hd__xnor2_1                  4
sky130_fd_sc_hd__nand3_1                 15
sky130_fd_sc_hd__a31oi_1                  2
sky130_fd_sc_hd__nand3b_1                 2
sky130_fd_sc_hd__or3_2                    5
sky130_fd_sc_hd__o21a_1                   6
sky130_fd_sc_hd__xor2_1                   4
sky130_fd_sc_hd__a22oi_1                  5
sky130_fd_sc_hd__buf_4                    4
sky130_fd_sc_hd__ha_1                     4
sky130_fd_sc_hd__bufinv_16                3
sky130_fd_sc_hd__nor2b_1                  2
sky130_fd_sc_hd__nand2_1                 28
sky130_fd_sc_hd__dfxtp_1                 52
sky130_fd_sc_hd__nor3_1                  17
No activity file was given, so power comes from the tool's default toggle rates.
